**design/flow/design.v**
```verilog
module Cfu (
  input               cmd_valid,
  output              cmd_ready,
  input      [9:0]    cmd_payload_function_id,
  input      [31:0]   cmd_payload_inputs_0,
  input      [31:0]   cmd_payload_inputs_1,
  output              rsp_valid,
  input               rsp_ready,
  output     [31:0]   rsp_payload_outputs_0,
  input               clk,
  input               reset
);
  assign rsp_valid = cmd_valid;
  assign cmd_ready = rsp_ready;
  wire [31:0] cfu0;
  assign cfu0[31:0] =  cmd_payload_inputs_0[7:0]   + cmd_payload_inputs_1[7:0] +
                       cmd_payload_inputs_0[15:8]  + cmd_payload_inputs_1[15:8] +
                       cmd_payload_inputs_0[23:16] + cmd_payload_inputs_1[23:16] +
                       cmd_payload_inputs_0[31:24] + cmd_payload_inputs_1[31:24];
  wire [31:0] cfu1;
  assign cfu1[31:24] =     cmd_payload_inputs_0[7:0];
  assign cfu1[23:16] =     cmd_payload_inputs_0[15:8];
  assign cfu1[15:8] =      cmd_payload_inputs_0[23:16];
  assign cfu1[7:0] =       cmd_payload_inputs_0[31:24];
  wire [31:0] cfu2;
  genvar n;
  generate
      for (n=0; n<32; n=n+1) begin : cfu
          assign cfu2[n] =     cmd_payload_inputs_0[31-n];
      end
  endgenerate
  assign rsp_payload_outputs_0 = cmd_payload_function_id[1] ? cfu2 :
                                      ( cmd_payload_function_id[0] ? cfu1 : cfu0);
endmodule
```
**design/flow/run.sh**
```bash
#!/bin/bash
# OpenROAD 26Q1-2900-gdf79404cd8, Yosys 0.63+post, stock flow scripts
make -C /OpenROAD-flow-scripts/flow DESIGN_CONFIG=/design/flow/config.mk WORK_HOME=/design/flow/orfs finish
```
**design/flow/config.mk**
```make
export PLATFORM = sky130hd
export DESIGN_NAME = Cfu
export DESIGN_NICKNAME = Cfu
export VERILOG_FILES = /design/flow/design.v
export SDC_FILE = /design/flow/constraint.sdc
export NUM_CORES = 4
export LEC_CHECK = 1
export CORE_UTILIZATION = 40
```
**design/flow/constraint.sdc**
```tcl
current_design Cfu

set clk_period 6.7
set clk_io_pct 0.2

create_clock -name clk0 -period $clk_period

set non_clock_inputs [all_inputs -no_clocks]
set_input_delay [expr $clk_period * $clk_io_pct] -clock clk0 $non_clock_inputs
set_output_delay [expr $clk_period * $clk_io_pct] -clock clk0 [all_outputs]
```
==> results_slide.txt <==
Implementation Results

Status
  – Run status: completed

Route
  – Highest routed metal layer: met3
  – Antenna Diode Count: 0
  – WL met1: 2670 um
  – Routed vias: about 2100
  – Final WL: 5360 um
  – WL per Instance: between 10 and 15 um
  – Iteration count of the initial detailed-routing pass: 4
  – Number of DRC violations after detailed routing: 0
  – Met2 wire length: approximately 2600 um
  – ANT nets after route: 0
  – Average via count per standard cell: 4.36
  – Detailed Route Iter0 Violations: approximately 55
  – Amount of wire on met3 after detailed routing: between 100 and 150 um

STA
  – # setup viols final: 0
  – Final-report max-slew violation count: 0
  – Total negative slack for setup checks: 0 ns
  – Shortest period the worst path allows: 6.64 ns
  – Setup repair after global routing missed its margin: true
  – Least-Margin Pin Slew: 0.688 ns
  – Worst slew margin relative to its limit: between 50% and 60%
  – Worst Slack Setup Final: between 0.05 and 0.06 ns
  – Number of hold violations in the final report: 0
  – F_max: 151 MHz
  – Final cycle utilization of the critical path: ~99%

Synthesis
  – Synth area leaders: sky130_fd_sc_hd__fa_1 (45%), sky130_fd_sc_hd__inv_1 (20%), sky130_fd_sc_hd__ha_1 (6.5%), sky130_fd_sc_hd__o22ai_1 (5.1%), sky130_fd_sc_hd__o21ai_0 (3.6%)
  – Dominant cell area share: around 45%
  – Cell count in the Yosys report: approximately 270
  – Unique masters post-synth: 34
  – Register area share after synthesis: 0%
  – Average instance area after synthesis: 7.73 um2
  – Total standard cell area after synthesis: around 2100 um2
  – Summed standard-cell area reported by yosys: ~2100 um2
  – Yosys Warn Count: 0
  – Syn Inst Count: 272
  – Cell type contributing the most total cell area after synthesis: sky130_fd_sc_hd__fa_1

Critical path
  – Capturing element type of the critical path: primary output
  – Crit Path Category: in2out
  – Largest fanout on the critical path: 3
  – Data required time of the critical path: roughly 5.4 ns
  – Crit start category: primary input
  – Crit path arrival time: 5.30 ns

Final layout
  – Clock buf count: 0
  – Leading cell types in the layout, fill and taps excluded: sky130_fd_sc_hd__inv_1 (81), sky130_fd_sc_hd__clkdlybuf4s50_1 (68), sky130_fd_sc_hd__buf_4 (52)
  – Area Overhead vs Synth: 73.5%
  – Fraction of layout instances using a drive strength above 1: between 20% and 30%
  – Flip-flop and latch area: 0 um2
  – Flip-flops: 0
  – FILL cells: between 400 and 500
  – Multi-input logic area: 1800 um2
  – Most frequent logic cell in the layout: sky130_fd_sc_hd__inv_1

Place
  – Port Buffer Count: a little under 100
  – DP Wirelength: 4680 um
  – Post-Place Setup Slack: -0.804 ns
  – Gpl congestion: 0.819

Die
  – Effective utilization at floorplan: roughly two fifths
  – Number of standard-cell rows in the floorplan: 26
  – Overall die area: between 5000 and 6000 um2
  – Total I/O pin count: about 110
  – Vertical die dimension: between 70 and 80 um
  – Placeable Area: between 5000 and 6000 um2
  – Die span in x: 74.5 um

Power
  – Overall power of the completed layout: approximately 1200 uW
  – Worst vdd ir: 301 uV
  – Static leakage: ~0.0019 uW
  – Cell area power density: between 300 and 400 nW/um2

Global routing
  – Total track usage: a little over a fifth
  – Global-route wire length before repair: a little under 9000 um
  – Via count of the first global-routing pass: approximately 2000
  – Largest net degree at the start of global routing: 29
  – Gr ovfl total: 0
  – Initial antenna violation count: 0

Job
  – Number of max-cap violations: 0
  – Total number of warnings across the stage logs: 44

Hold path
  – Hold/Removal Path Class: in2out
==> per-stage QoR <==
step	hold WS, ns	utilization, %	std cells	cell area, um2
final	2.68	71.9	481	3650
after global routing	2.68	71.9	481	3650
after CTS	2.68	70.8	479	3590
after detailed placement	2.68	67.6	471	3430
after global placement	2.68	67.6	471	3430
after floorplan	2.73	-	272	2100
==> cells by family (layout without fill, tap and decap cells) <==
| group | after synthesis | after routing | synth area share (%) |
|---|---|---|---|
| AND/OR/NAND/NOR | 33 | 33 | 7.67 |
| AND-OR/OR-AND | 54 | 54 | 16.2 |
| buffers and inverters | 122 | 261 | 22.5 |
| multiplexers | 4 | 4 | 1.90 |
| XOR/XNOR | 1 | 1 | 0.416 |
| adder cells (fa/ha/maj) | 58 | 58 | 51.3 |
==> worst max-delay path: stages <==
cell,delay [ns]
sky130_fd_sc_hd__clkdlybuf4s50_1,0.45
sky130_fd_sc_hd__inv_1,0.05
sky130_fd_sc_hd__fa_2,0.39
sky130_fd_sc_hd__fa_1,0.50
sky130_fd_sc_hd__fa_2,0.54
sky130_fd_sc_hd__inv_1,0.05
sky130_fd_sc_hd__fa_2,0.38
sky130_fd_sc_hd__ha_4,0.18
sky130_fd_sc_hd__fa_2,0.38
sky130_fd_sc_hd__a21o_1,0.21
sky130_fd_sc_hd__o21ba_4,0.21
sky130_fd_sc_hd__buf_4,0.13
sky130_fd_sc_hd__o211ai_1,0.21
sky130_fd_sc_hd__a21oi_1,0.10
sky130_fd_sc_hd__clkdlybuf4s15_1,0.18
==> layer usage <==
metal	GRT usage, %	vias to the layer above
li1	-	1092
met1	36.6	962
met2	34.2	43
met3	0.412	0
met4	1.26	0
met5	0	-
==> power by group <==
group	switching (uW)	internal, uW	leakage [uW]
Combinational	543	684	0.00194
Clock	0	0	0
Sequential	0	0	0
==> final cells by class <==
class              count  share of cell area (%)
well taps             70                    2.40
repair buffers       150                    36.9
multi-input cells    150                    49.3
inverters            111                    11.4
==> timing repair <==
item | 4_1_cts | 5_1_grt
gates resized | 70 | 47
hold buffers | 0 | 0
buffers inserted | 8 | 2
gates cloned | 0 | 0
pin swaps | 38 | 37
setup endpoints to repair | 8 | 8
==> worst paths after layout <==
kind                                   endpoint               startpoint  cells past startpoint  slack (ns)
worst min-delay path                  cmd_ready                rsp_ready                      0        2.68
worst max-delay path  rsp_payload_outputs_0[10]  cmd_payload_inputs_1[8]                     15        0.06
==> cell usage after synthesis (2+ instances only) <==
cell type	number
sky130_fd_sc_hd__or2_2	2
sky130_fd_sc_hd__nand2_1	18
sky130_fd_sc_hd__nor3_1	2
sky130_fd_sc_hd__o22ai_1	17
sky130_fd_sc_hd__inv_1	111
sky130_fd_sc_hd__a21oi_1	9
sky130_fd_sc_hd__mux2i_1	4
sky130_fd_sc_hd__clkbuf_1	2
sky130_fd_sc_hd__nor4_1	2
sky130_fd_sc_hd__buf_2	6
sky130_fd_sc_hd__buf_4	2
sky130_fd_sc_hd__fa_1	47
sky130_fd_sc_hd__a21o_1	2
sky130_fd_sc_hd__o21ai_0	15
sky130_fd_sc_hd__a211oi_1	3
sky130_fd_sc_hd__nor2_1	2
sky130_fd_sc_hd__ha_1	11
No activity file was given, so power comes from the tool's default toggle rates.
